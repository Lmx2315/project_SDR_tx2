==> flow/design.v <==
`timescale 1 ns / 1 ps
module fifo_uart_control (
	output wire [7:0] msg,
	output wire wr,
	input wire clk,
	input wire full,
	input wire empty,
	input wire rst
);
reg [7:0] data_msg=0; 
reg [2:0] frnt1=0;
reg [2:0] frnt2=0;
reg [2:0] frnt3=0;
reg [2:0] frnt4=0;
reg reg_wr=0;
reg flag1=0;
reg flag2=0;
reg [31:0] timer1=0;
reg [31:0] timer2=0;
always @(posedge clk) frnt1<={frnt1[1:0],full};
always @(posedge clk) frnt2<={frnt2[1:0],empty};	
always @(posedge clk)
	if (rst)
		begin
		reg_wr<=0;
		data_msg<=0;	
		 timer1<=0;
       timer2<=0;
		 flag1<=0;
		 flag2<=0;
		end
	else  
		if (frnt1==3'b001)
			begin			
				data_msg<=8'hff; 
				reg_wr<=1;	
			end
		else
			if (frnt2==3'b001)
				begin
				data_msg<=8'hfe; 
				reg_wr<=1;	  				
				end	 
			else
			begin
				reg_wr<=0;
			end
assign wr =reg_wr;
assign msg=data_msg;
endmodule
`timescale 1 ns / 1 ps
module fifo_uart_upr (
	output wire uart_tx,
	input wire clk,
	input wire empty,
	input wire full,
	input wire rst
);
wire [7:0] data_msg;
wire wr_enb;
wire uart_start;
wire busy;
wire [7:0] data_uart;
fifo_uart_control 
f1(
	.msg(data_msg),
	.wr(wr_enb),
	.clk(clk),
	.full(full),
	.empty(empty),
	.rst(rst)
);
uart_send 
u1(
	.send(uart_start),
	.data(data_uart),
	.clk(clk),
	.msg(data_msg),
	.busy(busy),
	.rst(rst),
	.wr(wr_enb)
);	
async_transmitter
fpga_u2_tx(
	.clk(clk),
	.TxD_start(uart_start),
	.TxD_data(data_uart),
	.TxD(uart_tx),
	.TxD_busy(busy)
);		
endmodule
module async_transmitter(
	input clk,
	input TxD_start,
	input [7:0] TxD_data,
	output TxD,
	output TxD_busy
);
parameter ClkFrequency = 25000000;	 
parameter Baud = 512000;
wire BitTick;
BaudTickGen #(ClkFrequency, Baud) tickgen(.clk(clk), .enable(TxD_busy), .tick(BitTick));
reg [3:0] TxD_state = 0;
wire TxD_ready = (TxD_state==0);
assign TxD_busy = ~TxD_ready;
reg [7:0] TxD_shift = 0;
always @(posedge clk)
begin
	if(TxD_ready & TxD_start)
		TxD_shift <= TxD_data;
	else
	if(TxD_state[3] & BitTick)
		TxD_shift <= (TxD_shift >> 1);
	case(TxD_state)
		4'b0000: if(TxD_start) TxD_state <= 4'b0100;
		4'b0100: if(BitTick) TxD_state <= 4'b1000;   
		4'b1000: if(BitTick) TxD_state <= 4'b1001;   
		4'b1001: if(BitTick) TxD_state <= 4'b1010;   
		4'b1010: if(BitTick) TxD_state <= 4'b1011;   
		4'b1011: if(BitTick) TxD_state <= 4'b1100;   
		4'b1100: if(BitTick) TxD_state <= 4'b1101;   
		4'b1101: if(BitTick) TxD_state <= 4'b1110;   
		4'b1110: if(BitTick) TxD_state <= 4'b1111;   
		4'b1111: if(BitTick) TxD_state <= 4'b0010;   
		4'b0010: if(BitTick) TxD_state <= 4'b0011;   
		4'b0011: if(BitTick) TxD_state <= 4'b0000;   
		default: if(BitTick) TxD_state <= 4'b0000;
	endcase
end
assign TxD = (TxD_state<4) | (TxD_state[3] & TxD_shift[0]);   
endmodule
module async_receiver(
	input clk,
	input RxD,
	output reg RxD_data_ready = 0,
	output reg [7:0] RxD_data = 0,   
	output RxD_idle,   
	output reg RxD_endofpacket = 0   
);
parameter ClkFrequency = 25000000;  
parameter Baud = 512000;
parameter Oversampling = 16;   
reg [3:0] RxD_state = 0;
wire OversamplingTick;
BaudTickGen #(ClkFrequency, Baud, Oversampling) tickgen(.clk(clk), .enable(1'b1), .tick(OversamplingTick));
reg [1:0] RxD_sync = 2'b11;
always @(posedge clk) if(OversamplingTick) RxD_sync <= {RxD_sync[0], RxD};
reg [1:0] Filter_cnt = 2'b11;
reg RxD_bit = 1'b1;
always @(posedge clk)
if(OversamplingTick)
begin
	if(RxD_sync[1]==1'b1 && Filter_cnt!=2'b11) Filter_cnt <= Filter_cnt + 1'd1;
	else 
	if(RxD_sync[1]==1'b0 && Filter_cnt!=2'b00) Filter_cnt <= Filter_cnt - 1'd1;
	if(Filter_cnt==2'b11) RxD_bit <= 1'b1;
	else
	if(Filter_cnt==2'b00) RxD_bit <= 1'b0;
end
function integer log2(input integer v); begin log2=0; while(v>>log2) log2=log2+1; end endfunction
localparam l2o = log2(Oversampling);
reg [l2o-2:0] OversamplingCnt = 0;
always @(posedge clk) if(OversamplingTick) OversamplingCnt <= (RxD_state==0) ? 1'd0 : OversamplingCnt + 1'd1;
wire sampleNow = OversamplingTick && (OversamplingCnt==Oversampling/2-1);
always @(posedge clk)
case(RxD_state)
	4'b0000: if(~RxD_bit) RxD_state <=  4'b0001 ;   
	4'b0001: if(sampleNow) RxD_state <= 4'b1000;   
	4'b1000: if(sampleNow) RxD_state <= 4'b1001;   
	4'b1001: if(sampleNow) RxD_state <= 4'b1010;   
	4'b1010: if(sampleNow) RxD_state <= 4'b1011;   
	4'b1011: if(sampleNow) RxD_state <= 4'b1100;   
	4'b1100: if(sampleNow) RxD_state <= 4'b1101;   
	4'b1101: if(sampleNow) RxD_state <= 4'b1110;   
	4'b1110: if(sampleNow) RxD_state <= 4'b1111;   
	4'b1111: if(sampleNow) RxD_state <= 4'b0010;   
	4'b0010: if(sampleNow) RxD_state <= 4'b0000;   
	default: RxD_state <= 4'b0000;
endcase
always @(posedge clk)
if(sampleNow && RxD_state[3]) RxD_data <= {RxD_bit, RxD_data[7:1]};
always @(posedge clk)
begin
	RxD_data_ready <= (sampleNow && RxD_state==4'b0010 && RxD_bit);   
end
reg [l2o+1:0] GapCnt = 0;
always @(posedge clk) if (RxD_state!=0) GapCnt<=0; else if(OversamplingTick & ~GapCnt[log2(Oversampling)+1]) GapCnt <= GapCnt + 1'h1;
assign RxD_idle = GapCnt[l2o+1];
always @(posedge clk) RxD_endofpacket <= OversamplingTick & ~GapCnt[l2o+1] & &GapCnt[l2o:0];
endmodule
module ASSERTION_ERROR();
endmodule
module BaudTickGen(
	input clk, enable,
	output tick   
);
parameter ClkFrequency = 25000000;
parameter Baud = 512000;
parameter Oversampling = 1;
function integer log2(input integer v); begin log2=0; while(v>>log2) log2=log2+1; end endfunction
localparam AccWidth = log2(ClkFrequency/Baud)+8;   
reg [AccWidth:0] Acc = 0;
localparam ShiftLimiter = log2(Baud*Oversampling >> (31-AccWidth));   
localparam Inc = ((Baud*Oversampling << (AccWidth-ShiftLimiter))+(ClkFrequency>>(ShiftLimiter+1)))/(ClkFrequency>>ShiftLimiter);
always @(posedge clk) if(enable) Acc <= Acc[AccWidth-1:0] + Inc[AccWidth:0]; else Acc <= Inc[AccWidth:0];
assign tick = Acc[AccWidth];
endmodule
`timescale 1 ns / 1 ps
module uart_send (
	output wire send,
	output wire [7:0] data,
	input wire clk,
	input wire [7:0] msg,
	input wire busy,
	input wire rst,
	input wire wr
);
reg [8*4  :1] string1 = ("xxx"<<8)+8'h0d;	
reg [8*4  :1] string2 = ("sss"<<8)+8'h0d; 
reg [8*11 :1] string3 = ("Error crc!"<<8)+8'h0d;
reg [8*15 :1] string4 = ("Error command!"<<8)+8'h0d;
reg [8*4  :1] string5 = ("ok!"<<8)+8'h0d; 
reg [7:0] send_byte=0; 
reg [7:0] inx=0;	
reg flag_uart_tx=0;
reg [7:0] step=0;
reg [24:1] string_data=0;
reg start_transmit=0;
always @(posedge clk)
	if (rst)
		begin
		 step<=0;
		 flag_uart_tx<=0; 
		 send_byte<=0;
		 inx<=0;	
		start_transmit<=0;		 
		end 
	else 
		if (step==0)
			begin
			flag_uart_tx<=0;
			step<=1;
			start_transmit<=0;
			end
			else 			
		if ((wr==1)&&(start_transmit==0))
			begin
			 step<=2;
			 inx<=0; 
			 start_transmit<=1;
  			string1 <= ("xxx"<<8)+8'h0d;	
			string2 <= ("sss"<<8)+8'h0d;   
 			string3 <= ("Error crc!"<<8)+8'h0d;
 			string4 <= ("Error command!"<<8)+8'h0d;  
 			string5 <= ("ok!"<<8)+8'h0d;   		
			end
		else
			if (step==2)
				begin
					if ((busy==0)&&(flag_uart_tx==0))
						begin
							case (msg)
								8'hff: 
									begin
									if (inx==4) step<=0; else step<=3;
									send_byte<=string1[8*4:8*4-7];
									string1<=string1<<8; 
									end	 
								8'hfe: 
									begin
									if (inx==4) step<=0; else step<=3;
									send_byte<=string2[8*4:8*4-7];
									string2<=string2<<8; 
									end
							endcase
						end												
				end	
				else
					if (step==3)
						begin						
							inx<=inx+1; 
							flag_uart_tx<=1;
							step<=4;							
						end	
					else
						if (step==4)
							begin
							flag_uart_tx<=0;
							step<=2;									
							end				
assign 	send   =flag_uart_tx;
assign  data=send_byte;			
endmodule
==> flow/run.sh <==
#!/bin/bash
# OpenROAD 26Q1-2900-gdf79404cd8, Yosys 0.63+post, stock flow scripts
make -C /OpenROAD-flow-scripts/flow DESIGN_CONFIG=/design/flow/config.mk WORK_HOME=/design/flow/orfs finish
==> flow/config.mk <==
export PLATFORM = sky130hd
export DESIGN_NAME = fifo_uart_upr
export DESIGN_NICKNAME = fifo_uart_upr
export VERILOG_FILES = /design/flow/design.v
export SDC_FILE = /design/flow/constraint.sdc
export NUM_CORES = 4
export LEC_CHECK = 1
export CORE_UTILIZATION = 40
==> flow/constraint.sdc <==
current_design fifo_uart_upr

set clk_period 2.7
set clk_io_pct 0.2

create_clock -name clk0 -period $clk_period [get_ports {clk}]

set non_clock_inputs [all_inputs -no_clocks]
set_input_delay [expr $clk_period * $clk_io_pct] -clock clk0 $non_clock_inputs
set_output_delay [expr $clk_period * $clk_io_pct] -clock clk0 [all_outputs]
==> impl_metrics.py <==
# Metrics from the implementation run
metrics = {
    "finish": {
        "instances_no_fill": 357,
        "nFillCells": 579,
        "drive_above_1_share": 0.125,
        "final_cell_area_um2": 3060,
        "syn_to_final_growth_pct": 11.3,
    },
    "floorplan": {
        "dieHeight_um": 84.9,
        "floorplan.core_util": 0.423,
        "fp-row-count": 29,
        "core_um2": 6490,
        "ios": 5,
        "die_width_um": 84.9,
        "dieArea_um2": 7200,
    },
    "clock_network": {
        "clockBufferDepth": 2,
        "root_buffer": "clkbuf_8",
        "cts_max_level": 3,
        "clock_latency_ps": 330,
        "cts_made_buffers": 9,
        "clock-sinks": 63,
        "cts_hold_buf": 0,
        "clk_transition_reported_paths_ps": 70,
        "cts_tree": "done",
        "post_cts_buffers": 0,
        "cts_resized": 0,
    },
    "sta": {
        "finalSetupViolCount": 0,
        "slew_violations": 0,
        "tns_ps": 0,
        "max_clock_freq_mhz": 466,
        "period_needed_ps": 2150,
        "min_period_over_period": 0.795,
        "relSlewSlack": 0.641,
        "rsz0062_at_grt": "false",
        "hold_viol": 0,
        "worstMarginPinSlew_ps": 537,
        "finClkSkew_ps": 5.25,
        "worst_slack_ps": 555,
    },
    "critical_path": {
        "worstReg2RegEnd": "u1.string1[15]",
        "crit_path_max_incr_delay_ps": 680,
        "r2r_start": "u1.step[1]",
        "arrival_ps": 2190,
        "r2r_slack_ps": 550,
        "path_class": "reg -> reg",
        "path_cells": "or4b_2, nor2_1, a31oi_1, nor3_1, buf_4",
        "cp_max_fo": 14,
        "critPathTopFamily": "simple AND/OR/NAND/NOR gates",
        "rr_worst_depth": 5,
        "crit_path_end_kind": "register",
        "crit_path_start_kind": "register",
        "path_buffers": 1,
        "cp.depth": 5,
        "worstPathRequired_ps": 2740,
        "slowest_stage": "or4b_2",
        "crit_path_start": "u1.step[1]",
    },
    "global_routing": {
        "track_usage": 0.143,
        "antenna_found_initial": 0,
        "grt_pass1_vias": 1712,
        "grt_max_degree": 19,
        "grt_pass1_wl_um": 8000,
        "grt-ovfl-total": 0,
    },
    "hold_path": {
        "hp-start": "f1.frnt2[1]",
        "worstHoldPathCells": 0,
        "hold_class": "reg -> reg",
        "holdPathEnd": "f1.frnt2[2]",
    },
    "place": {
        "pre_cts_slack_ps": 588,
        "place_area_um2": 2850,
        "numPlacedInstances": 341,
        "gp_congestion": 0.810,
        "dp_hpwl_um": 2900,
        "port_buffers": 4,
    },
    "logic_synthesis": {
        "syn_area_um2": 2750,
        "synth_cells": 266,
        "synth.distinct_cells": 50,
        "ys_cells": 266,
        "ys_chip_area_um2": 2750,
        "synth-seq-cells": 63,
        "syn_avg_cell_area_um2": 10.3,
        "ys_seq_share": 0.550,
        "yosysWarningCount": 4,
    },
    "power_and_ir_drop": {
        "p_leak_nw": 1.03,
        "p_per_area_nw_per_um2": 625,
        "peakVddDrop_mv": 0.245,
    },
    "routing": {
        "drc": 0,
        "via_per_inst": 5.35,
        "wirelength_um": 4510,
        "ant_nets": 0,
        "vias": 1911,
        "drtIter0Drc": 79,
        "route.detailed.wl_per_inst_um": 12.6,
        "first_pass_iters": 4,
        "antennaDiodeCount": 0,
    },
    "run": {
        "max_cap_violations": 0,
        "warnings": 26,
    },
    "status": {
        "status": "finished clean",
    },
}
==> flip-flops by register name, indices dropped and copies added (netlist names) <==
signal	cells
f1.data_msg	2
fpga_u2_tx.TxD_shift	7
u1.step	3
f1.frnt1	3
u1.string2	7
f1.reg_wr	1
f1.frnt2	3
u1.flag_uart_tx	1
u1.start_transmit	1
u1.inx	8
u1.send_byte	5
fpga_u2_tx.tickgen.Acc	11
fpga_u2_tx.TxD_state	4
u1.string1	7
==> logic make-up after synthesis <==
family                     synth area share
buffers and inverters                0.0383
adders and majority gates            0.0137
xor gates and xnor gates             0.0191
DFF                                   0.550
muxes                                0.0383
and+or+nand+nor                       0.189
AOI/OAI and AO/OA                     0.152
==> routing by layer <==
| layer | vias to the layer above | global-route usage | wire length, µm |
|---|---|---|---|
| li1 | 982 | - | - |
| met1 | 894 | 0.225 | 2380 |
| met2 | 28 | 0.209 | 1870 |
| met3 | 7 | 0.0494 | 209 |
| met4 | 0 | 0.0154 | 57 |
| met5 | - | 0 | 0 |
==> cell type report <==
class	instances	area, µm²	area share
Sequential cell	63	1510	0.494
Multi-Input combinational cell	183	1130	0.370
Clock buffer	10	138	0.0450
Tap cell	77	96.3	0.0315
Timing Repair Buffer	10	85.1	0.0278
Clock inverter	6	66.3	0.0217
Inverter	8	30.0	0.00982
==> cell usage after synthesis, drive strengths merged <==
cell | n | area (µm²)
o21bai | 1 | 7.51
a21oi | 20 | 100
or3b | 1 | 8.76
xor2 | 5 | 43.8
nor3 | 7 | 35.0
nor3b | 1 | 7.51
clkbuf | 8 | 40.0
and4 | 1 | 8.76
xnor2 | 1 | 8.76
or4b | 1 | 10.0
a211oi | 6 | 45.0
a2111oi | 1 | 8.76
o22ai | 1 | 6.26
a21boi | 2 | 15.0
nor2 | 20 | 75.1
dfxtp | 38 | 761
or3 | 3 | 18.8
a211o | 2 | 17.5
o21ba | 1 | 10.0
o21ai | 14 | 70.1
inv | 8 | 30.0
nand3 | 3 | 15.0
o211ai | 3 | 22.5
or4 | 1 | 11.3
a21o | 3 | 22.5
nand2 | 32 | 120
and3 | 1 | 7.51
nor4b | 1 | 8.76
mux2i | 6 | 60.1
edfxtp | 25 | 751
mux2 | 4 | 45.0
buf | 4 | 35.0
ha | 3 | 37.5
o221ai | 1 | 8.76
and2 | 8 | 51.3
nor2b | 2 | 12.5
nor4 | 2 | 33.8
nand2b | 11 | 68.8
a31oi | 3 | 18.8
a2111o | 2 | 22.5
o2111ai | 4 | 35.0
nand4 | 4 | 25.0
o21a | 1 | 7.51
==> worst max path at each step <==
stage / slack [ps] / end
CTS: 570 / u1.string1[15]
global route: 470 / u1.string2[20]
finish: 550 / u1.string1[15]
==> cells in the final DEF (no fill, tap or decap), drive strengths merged, types with 7 or more instances in the layout <==
cell type and count:
dfxtp 38, nand2 32, edfxtp 25, a21oi 20
nor2 20, o21ai 14, nand2b 11, inv 11
clkbuf 10, and2 8, nor3 7
==> power breakdown <==
group          internal (mW)  leakage, nW  total, mW  switching [mW]
clock                  0.455       0.0998      0.834           0.379
sequential             0.997        0.510       1.01          0.0135
combinational         0.0271        0.418     0.0671          0.0401
==> through the flow <==
stage           util  hold slack (ps)  power (mW)
2_1_floorplan      -              331        1.08
3_3_place_gp   0.439              335        1.10
3_5_place_dp   0.439              337        1.10
4_1_cts        0.471              345        1.94
5_1_grt        0.471              363        2.01
6_report       0.471              352        1.91
Power figures rest on the tool's default switching activity, not on a simulated workload.
